===== design/flow/config.mk =====
export PLATFORM = sky130hd
export DESIGN_NAME = alu
export DESIGN_NICKNAME = alu
export VERILOG_FILES = /design/flow/design.v
export SDC_FILE = /design/flow/constraint.sdc
export NUM_CORES = 4
export LEC_CHECK = 1
export CORE_UTILIZATION = 30

===== design/flow/constraint.sdc =====
current_design alu

set clk_period 15.0
set clk_io_pct 0.2

create_clock -name clk0 -period $clk_period

set non_clock_inputs [all_inputs -no_clocks]
set_input_delay [expr $clk_period * $clk_io_pct] -clock clk0 $non_clock_inputs
set_output_delay [expr $clk_period * $clk_io_pct] -clock clk0 [all_outputs]

===== design/flow/design.v =====
`timescale 1ns/1ps
module alu #(
    parameter N = 32
) (
    input logic [N-1:0] a, b,
    input logic [1:0] control,
    output logic [N-1:0] result,
    output logic v, c, n, z      
);
    logic [N-1:0] sum, sub, and_, or_;
    logic r_out;
    assign {r_out, sum} = a + b;
    assign sub = a - b;
    assign and_ = a & b;
    assign or_ = a | b;
    assign result = control[1]  ? (control[0] ? or_ : and_)
                                : (control[0] ? sub : sum);  
    assign v = ~(control[0] ^ a[N-1] ^ a[N-1]) & (a[N-1] ^ sum[N-1]) & ~control[1];
    assign c = r_out & ~control[1];
    assign z = &(~result);
    assign n = result[N-1];
endmodule

===== design/flow/run.sh =====
#!/bin/bash
# OpenROAD 26Q1-2900-gdf79404cd8, Yosys 0.63+post, stock flow scripts
make -C /OpenROAD-flow-scripts/flow DESIGN_CONFIG=/design/flow/config.mk WORK_HOME=/design/flow/orfs finish

==> notes.md <==
The run has ended; figures from its reports follow.

The flow ran to the end, and the final reports show no timing, DRC or antenna violations. The sequential cell count of the final layout came out at 0. The initialized floorplan defines 47 standard-cell rows. The mean cell area of the mapped netlist came out at ~6.5 um2. The region available for standard cell placement spans 0.0166 mm2. According to the floorplan report, the die width is 133 um.

The count of nets left with antenna violations after detail routing is 0. The worst hold path begins at control[1]. The delay of the slowest cell on the worst path is 0.69 ns. The cell sequence reported for the critical path is clkdlybuf4s50_1, ha_1, inv_1, fa_1, nand2b_1, a2111oi_4, o2111ai_1, o211ai_1, xnor2_1, o21ai_0, or4b_2, or4_1, or4_1, nor4_1, nor4b_2, nor4b_4, clkdlybuf4s50_1. The instance tally after logic synthesis is 788. The number of buffers inserted to repair setup after CTS is 0.

In the global route stage, met3 resource usage came out at between 1 and 1.5%. Entering global routing, the biggest net connects 61 pins. The via count came out at ~5.8k.

Dividing the detail-routed wire length by the instance count gives about 16 um. The script extracted a total leakage power of 2.73 nW. Yosys stat counts between 700 and 800 cells in the synthesized netlist. Dividing total power by cell area gives a power density of 38.4 mW/mm2. The placed wire-length estimate after detailed placement came out at ~14000 um. The unique cell type count in the Yosys netlist is slightly below 80. The post-route fraction of the period consumed by the critical path is 76.6%. The number of warnings printed during yosys synthesis is 0.

The count of final max-slew check failures came out at 0. STA classifies the critical path endpoint as a primary output. The cell area after layout came out at 0.00623 mm2.

The hold buffer count at CTS is 0. The via-per-instance ratio came out at 5.49. The area of placed instances is roughly 0.0062 mm2. The number of primary I/O pins came out at ~100.

The number of OpenROAD warnings is 95. The detailed router reported a total wirelength of 16800 um. In the floorplan report the effective utilization is roughly 30%. The post-synthesis to final-layout area growth is 21.2%.

The launching instance or port of the critical path is b[0]. The combined area of all synthesized cells is between 0.005 and 0.006 mm2. Routing resource usage on met1 recorded by global route was 28.1%. The setup path with the least slack is of type primary input to primary output. The sequential standard cell area is 0 um2. The layout has 0 clock buffers. The global placement routability congestion is 0.973. The number of inserted diodes came out at 0. The global route stage reports its total congestion overflow as 0.

The minimum clock period after layout came out at 11.49 ns. The number of failing hold endpoints at the final stage is 0. The pre-antenna-repair detailed-routing pass consisted of 5 iterations.

Per the timing report, the biggest fanout along the worst path comes to 6. The relative slew slack is 45.3%. The total negative slack is 0 ns.

The worst setup path is launched from a primary input. Timing would allow up to 87.0 MHz. Logged for this run, the post-placement worst setup slack is approximately 3.6 ns. The first-pass GRT wire length came out at 27300 um. The post-detailed-route DRC marker count came out at 0. In this run the worst hold path is classified as primary input to primary output. The library cell contributing the largest single delay on the critical path is or4b_2. The setup violation total in the final timing report is 0. The transition time recorded at the tightest slew-check pin is 0.812 ns. Setup repair after global routing left no endpoint under its margin.

Counting both buffers and inverters, the worst setup path holds a total of 3. The share of layout cells above drive strength 1 came out at under 10%. The via count of the first global-routing pass was 5257. The quantity of gates resized following cts is 0. The tally of buffers added on design ports is slightly above 100. The stat command in Yosys gives a chip area of 0.00514 mm2. The share of the core filled with cells in the final layout is 37.4%.

The iteration-0 DRC count of the detailed router came out at 524. The cell family contributing the most delay on the critical path is simple AND/OR/NAND/NOR gates. The worst path meets setup with 3.51 ns of slack. The vertical die dimension is 133 um. According to the timing report, the data required time at the worst endpoint equals 12.00 ns. The sequential share of the synthesized area came out at 0%. The initial antenna violation count is 0.

The die area is 0.0177 mm2. The total routing resource utilization after global routing came out at 18.9%. The largest vdd supply drop came out at 0.0140 mV. The peak-usage layer in the global routing report is met2. The global routing usage on met2 came out at between 30% and 40%. The arrival time at the worst endpoint is approximately 8.5 ns. The total of max-cap violations is 0. The completed layout was analyzed and its total power is 0.240 mW.
==> placed cells by master (no fill, tap or decap), types with 5 or more instances in the layout <==
cell type and instances:
inv_2 5, o211a_1 5, mux2i_1 9, clkdlybuf4s50_1 100, nand2b_1 9, nand3_1 22
or3_1 6, o21bai_1 14, nor3_1 24, o2111ai_1 6, nor2_1 54, a211oi_1 11
nand4_1 10, ha_1 95, nand2_1 64, xnor2_1 21, a21o_1 10, a221oi_1 5
a21oi_1 73, nor4_1 10, o21ai_0 65, inv_1 97, nor2b_1 11, o31ai_1 7
o211ai_1 13, a31oi_1 10
==> metrics by stage <==
stage	hold WS, ns	std cells
after detailed placement	6.90	1064
after global routing	6.96	1064
after CTS	6.90	1064
after floorplan	6.20	788
final	6.91	1064
after global placement	6.91	1064
==> routing by layer <==
metal  wire length (um)  part of all wire [%]
met5                  0                     0
met4                172                   1.0
met3               1110                   6.6
met2               7500                    45
met1               8000                    48
==> cell usage after synthesis (6+ instances only) <==
cell / number / area [um2]
o2111ai_1: 6 / 52.6
clkbuf_1: 28 / 105
or3_1: 6 / 37.5
nand2_1: 64 / 240
nor4_1: 10 / 62.6
ha_1: 95 / 1190
inv_1: 97 / 364
o31ai_1: 7 / 52.6
xnor2_1: 21 / 184
buf_2: 13 / 65.1
o21bai_1: 14 / 105
o211ai_1: 13 / 97.6
nand4_1: 10 / 62.6
o21ai_0: 65 / 325
nor2_1: 54 / 203
nand3_1: 22 / 110
a21oi_1: 73 / 365
nor2b_1: 11 / 68.8
a211oi_1: 11 / 82.6
nor3_1: 24 / 120
a31oi_1: 10 / 62.6
mux2i_1: 9 / 90.1
a21o_1: 10 / 75.1
nand2b_1: 9 / 56.3
==> final timing paths <==
kind                        end  cells after the start  slack (ns)
worst max-delay path          z                     17        3.51
worst min-delay path  result[7]                      3        6.91
==> cells by family (layout without fill, tap and decap cells) <==
logic type      count (synthesis)  count (layout)  share of synthesized area [%]
compound gates                268             268                           34.5
simple gates                  233             233                           22.6
buf+inv                       151             207                           11.7
fa+ha+maj                      97              97                           23.9
xor+xnor                       25              25                           4.26
mux                            14              14                           3.07
==> power breakdown <==
group	internal [mW]	total, mW	switching [mW]
Sequential	0	0	0
Clock	0	0	0
Combinational	0.108	0.240	0.132
Total	0.108	0.240	0.132
==> cell type report <==
cell class | count | area [um2]
fillers | 1787 | 10400
multi-input cells | 637 | 4540
repair buffers | 105 | 1030
inverters | 102 | 383
well taps | 220 | 275
Power figures rest on the tool's default switching activity, not on a simulated workload.
