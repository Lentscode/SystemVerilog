$ cat flow/design.v
`timescale 1ns/1ps
module comparator #(
    parameter N = 4
) (
    input logic [N-1:0] a, b,
    output logic [N-1:0] sum,
    output logic y
);
    logic [N-1:0] b_complement;
    logic y;
    assign b_complement = ~b + 1;
    assign {r_out, sum} = a + b_complement;
    assign y = ~r_out;
endmodule
$ cat flow/run.sh
#!/bin/bash
# OpenROAD 26Q1-2900-gdf79404cd8, Yosys 0.63+post, stock flow scripts
make -C /OpenROAD-flow-scripts/flow DESIGN_CONFIG=/design/flow/config.mk WORK_HOME=/design/flow/orfs finish
$ cat flow/config.mk
export PLATFORM = sky130hd
export DESIGN_NAME = comparator
export DESIGN_NICKNAME = comparator
export VERILOG_FILES = /design/flow/design.v
export SDC_FILE = /design/flow/constraint.sdc
export NUM_CORES = 4
export LEC_CHECK = 1
export CORE_AREA = 10 10 70 70
export DIE_AREA = 0 0 80 80
$ cat flow/constraint.sdc
current_design comparator

set clk_period 2.2
set clk_io_pct 0.2

create_clock -name clk0 -period $clk_period

set non_clock_inputs [all_inputs -no_clocks]
set_input_delay [expr $clk_period * $clk_io_pct] -clock clk0 $non_clock_inputs
set_output_delay [expr $clk_period * $clk_io_pct] -clock clk0 [all_outputs]
==> Table 3: Implementation characteristics <==
Table: implementation figures

Parameter                              Value

Placement
  Placed cells    88
  RD Place Congestion    0.7709
  Worst-case setup slack after placement    -0.7586 ns
  Detail Placement HPWL    593.1 um
  Port Buffers    13

Synthesis
  Yosys warning total    1
  Count of instantiated cells in the yosys netlist    24
  Sequential area share after synthesis    0%
  Mapped Area    196.4 um^2
  Most area-hungry cell type in the Yosys netlist    ha_1
  Mapped Avg Cell Area    8.185 um^2
  Synthesized instance count    24
  Synth cell types    11
  Area contributors post-synth    ha_1 (38%), inv_1 (13%), xnor2_1 (13%), fa_1 (10%), nor3_2 (5.1%)
  Dominant cell area share    38.22%
  Area reported by Yosys stat    196.4 um^2

Routing
  DR WL/cell    7.371 um
  # diodes    0
  Via count    211
  Avg Vias per Cell    2.371
  Number of antenna-violating nets in the routed design    0
  DRC marker count from the first detailed-route iteration    5
  Number of optimization iterations in the first detailed-route pass    3
  Residual DRC    0
  Drt total wl    656 um

GRT
  Number of global-route vias before repair    222
  Initial antenna violation count    0
  Total overflow reported by the global router    0
  Wire length of the first global-routing pass    1062 um
  Total routing usage reported by global routing    2.010%
  Pin count of the biggest net entering global routing    3

Critical path
  Type of the worst setup path    in -> out
  Kind of capture point of the worst setup path    output pin
  Origin of the worst setup path    a[0]
  CP startpoint kind    input port
  Worst EP required    1.76 ns
  Largest fanout of any net on the critical path    2
  Arrival @ worst endpoint    1.64 ns

Floorplan
  Die X-Extent    80 um
  Die Height    80 um
  FP Core Util    5.751%
  Placement Rows    21
  Num ports    13
  Die Size    0.006400 mm^2
  Core Footprint    0.003416 mm^2

Job
  Count of max-cap constraint violations    0
  OpenROAD warning count    33

Power
  Worst-case vdd ir drop    56.51 uV
  Leakage    0.0002160 uW
  Power Dens Cells    234.4 mW/mm^2
  Overall power after layout    105.9 uW

Final layout
  Commonest non-fill, non-tap cell in the layout    buf_4
  Final Instance Count excl. Fillers    89
  Finished Core Util    13.22%
  Area grow syn2layout    129.9%
  Highest-count cells in the layout ignoring fill and taps    buf_4 (6), inv_2 (4), ha_1 (4), dlygate4sd2_1 (3), clkdlybuf4s50_1 (3)
  Fraction of final layout cells sized beyond drive strength 1    51.16%
  FFs & Latches    0
  Clk_buf instances    0
  Sequential cell area    0 um^2

Worst hold path
  Worst min path class    in -> out
  Startpoint of the lowest-slack hold path    a[2]

Final timing
  Achievable clock frequency    0.4796 GHz
  Smallest setup slack after layout    0.1150 ns
  Final hold violation count    0
  Final number of setup-violating endpoints    0
  Post-layout period usage    94.77%
  Fin crit period    2.085 ns
  Unrepaired setup endpoints after global routing    false
  Tightest slew margin relative to the limit    88.11%
  Post-Route Setup TNS    0 ns
  Worst-margin pin slew    0.1774 ns
  Count of final max-slew check failures    0

Status
  Status    completed
-- final timing paths --
| check | endpoint | cells after the start |
|---|---|---|
| max | sum[1] | 6 |
| min | y | 5 |
-- cells in the mapped netlist --
cell type / number
a21oi_2: 1
nand3_1: 1
xor2_1: 1
xnor2_1: 3
fa_1: 1
nand2_1: 1
nor3_2: 1
inv_1: 7
ha_1: 6
a21o_1: 1
a21oi_1: 1
-- per-layer routing --
metal	share of wire, %	global-route usage (%)	vias to the layer above
met5	0	0	-
met4	0	0	0
met3	7.0	0.5682	0
met2	42	2.970	7
met1	50	2.972	90
li1	-	-	114
-- worst max-delay path, cell delays in order --
cell           delay, ns
dlygate4sd2_1       0.20
ha_2                0.18
inv_2               0.04
fa_2                0.51
inv_1               0.03
dlygate4sd2_1       0.24
-- timing repair --
action,CTS,global route
resized,28,7
endpoints found under the setup margin,4,3
pin swaps,8,7
buffers inserted,1,0
endpoints found under the hold margin,0,0
hold buffers,0,0
-- power by group --
| part | internal (uW) | switching [uW] |
|---|---|---|
| Combinational | 66.0 | 39.9 |
| Clock | 0 | 0 |
| Sequential | 0 | 0 |
| Total | 66.0 | 39.9 |
-- area by class of cell --
class	count	area, um^2
fillers	397	2964
multi-input cells	17	198.9
repair buffers	19	166.4
well taps	46	57.56
inverters	7	28.78
-- cells by family after synthesis --
family          count (synthesis)  synth area share [%]
fa+ha+maj                       7                 48.41
xor+xnor                        4                 17.84
compound gates                  3                 10.83
buf+inv                         7                 13.38
simple gates                    3                 9.550
-- stage by stage --
stage / area [um^2] / hold slack, ns
detailed placement: 421.7 / 1.938
floorplan: 196.4 / 0.9519
CTS: 435.4 / 1.550
global route: 451.7 / 1.512
finish: 451.7 / 1.450
global placement: 421.7 / 1.938
No activity file was given, so power comes from the tool's default toggle rates.
