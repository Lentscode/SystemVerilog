--- design/flow/constraint.sdc ---
current_design vending_machine

set clk_period 2.3
set clk_io_pct 0.2

create_clock -name clk0 -period $clk_period [get_ports {clock}]

set non_clock_inputs [all_inputs -no_clocks]
set_input_delay [expr $clk_period * $clk_io_pct] -clock clk0 $non_clock_inputs
set_output_delay [expr $clk_period * $clk_io_pct] -clock clk0 [all_outputs]
--- design/flow/design.v ---
`timescale 1ns/1ps
module vending_machine (
    input logic nickel, dime, quarter, clock, reset,
    output logic deliver, give_nickel, give_dime, give_doubledime
);
    typedef enum logic [3:0] {S0, S1, S2, S3, S4, S5, S6, S7, S8, S9} state;  
    state currentstate, nextstate;
    always @(posedge clock, posedge reset) begin
        if (reset) currentstate <= S0;
        else currentstate <= nextstate;
    end
    always @* begin
        case (currentstate)
            S0: if (nickel) nextstate = S1;
                else if (dime) nextstate = S2;
                else if (quarter) nextstate = S5;
                else nextstate = S0;
            S1: if (nickel) nextstate = S2;
                else if (dime) nextstate = S3;
                else if (quarter) nextstate = S6;
                else nextstate = S1;
            S2: if (nickel) nextstate = S3;
                else if (dime) nextstate = S4;
                else if (quarter) nextstate = S7;
                else nextstate = S2;
            S3: if (nickel) nextstate = S4;
                else if (dime) nextstate = S5;
                else if (quarter) nextstate = S8;
                else nextstate = S3;
            S4: if (nickel) nextstate = S5;
                else if (dime) nextstate = S6;
                else if (quarter) nextstate = S9;
                else nextstate = S4;
            S5: if (nickel) nextstate = S1;
                else if (dime) nextstate = S2;
                else if (quarter) nextstate = S5;
                else nextstate = S0;
            S6: if (nickel) nextstate = S1;
                else if (dime) nextstate = S2;
                else if (quarter) nextstate = S5;
                else nextstate = S0;
            S7: if (nickel) nextstate = S1;
                else if (dime) nextstate = S2;
                else if (quarter) nextstate = S5;
                else nextstate = S0;
            S8: if (nickel) nextstate = S1;
                else if (dime) nextstate = S2;
                else if (quarter) nextstate = S5;
                else nextstate = S0;
            S9: if (nickel) nextstate = S1;
                else if (dime) nextstate = S2;
                else if (quarter) nextstate = S5;
                else nextstate = S0;
            default: nextstate = S0;
        endcase
    end
    always @* begin
        case (currentstate)
            S0: begin deliver = 0; give_nickel = 0; give_dime = 0; give_doubledime = 0; end 
            S1: begin deliver = 0; give_nickel = 0; give_dime = 0; give_doubledime = 0; end 
            S2: begin deliver = 0; give_nickel = 0; give_dime = 0; give_doubledime = 0; end 
            S3: begin deliver = 0; give_nickel = 0; give_dime = 0; give_doubledime = 0; end 
            S4: begin deliver = 0; give_nickel = 0; give_dime = 0; give_doubledime = 0; end 
            S5: begin deliver = 1; give_nickel = 0; give_dime = 0; give_doubledime = 0; end 
            S6: begin deliver = 1; give_nickel = 1; give_dime = 0; give_doubledime = 0; end 
            S7: begin deliver = 1; give_nickel = 0; give_dime = 1; give_doubledime = 0; end 
            S8: begin deliver = 1; give_nickel = 1; give_dime = 1; give_doubledime = 0; end 
            S9: begin deliver = 1; give_nickel = 0; give_dime = 0; give_doubledime = 1; end 
            default: begin deliver = 0; give_nickel = 0; give_dime = 0; give_doubledime = 0; end
        endcase
    end
endmodule
--- design/flow/config.mk ---
export PLATFORM = sky130hd
export DESIGN_NAME = vending_machine
export DESIGN_NICKNAME = vending_machine
export VERILOG_FILES = /design/flow/design.v
export SDC_FILE = /design/flow/constraint.sdc
export NUM_CORES = 4
export LEC_CHECK = 1
export CORE_AREA = 10 10 70 70
export DIE_AREA = 0 0 80 80
--- design/flow/run.sh ---
#!/bin/bash
# OpenROAD 26Q1-2900-gdf79404cd8, Yosys 0.63+post, stock flow scripts
make -C /OpenROAD-flow-scripts/flow DESIGN_CONFIG=/design/flow/config.mk WORK_HOME=/design/flow/orfs finish
==> notes.md <==
Results of the run.

The run finished with clean final reports. The arrival time of the worst setup path is 1680 ps. The run reported a max-capacitance violation count of 0. IR analysis of the VDD net gives a maximum drop of 0.413 mV. Counting endpoints that fail hold in the final report gives 0. The registers of the reported paths see a clock transition of 40 ps.

For this run, the detailed router's first-pass iteration total came to 4. The number of flip-flops in the largest register is 4. In this run, the synthesized area fraction spent on xor and xnor cells is recorded as 0. STA classifies the critical path startpoint as a register. The timing report gives the worst reg2reg path a setup slack of 930 ps.

Dividing the final minimum period by the clock period gives 0.930. For reference, the post-synthesis area per instance comes to 8.28 µm². The synthesis run identifies the leading combinational cell family as simple AND/OR/NAND/NOR gates.

The clock net in this run drives a total of 4 sinks. The worst reg-to-reg path cell count is 4. The timing-limited maximum frequency is 467 MHz. The critical path endpoint has a required time of 1840 ps. Entering global routing, the biggest net connects 13 pins. The maximum level of the CTS H-tree is 1. The maximum fanout count along the critical path is 12. The classification of the worst-slack hold path is input pin to asynchronous set/reset pin. For the final routed database, the setup TNS stands at 0 ps. The remaining routing DRC violations is 0. The total wire length is 914 µm.

Warnings reported by Yosys during synthesis add up to 1. After technology mapping, the gate count stands at 47. The area added between synthesis and finish is 37.0%.

In the Yosys report the total cell count is 47. For this block, the initial DRC count from the detailed router was 9. The detailed placement HPWL is 699 µm.

The count of state elements after synthesis is 4. The global placement routability congestion is 0.745. The core utilization at floorplan is 0.114. The number of flops mapped to enable cells by yosys is 0. The clock reaches the later pin of the worst-skew pair after 240 ps. TritonCTS built the clock tree. The count of non-filler cells in the finished layout is 100. The cell sitting at the root of the clock tree is a sky130_fd_sc_hd__clkbuf_4. The antenna cell count is 0.

The count of different cell masters after synthesis is 29. The most frequent standard cell in the layout excluding fill and tap cells is sky130_fd_sc_hd__clkdlybuf4s50_1. According to the floorplan report, the die width is 80 µm. The proportion of synthesized chip area in sequential cells is 0.257. The number of port buffers is 8. The number of global-route vias before repair is 367.

The first-pass GRT wire length is 1.70 mm. From the final report, the count of setup violators was given as 0. The fraction of the mapped netlist area in compound gates is 0.260. The max-slew check reports its worst relative slack as 0.712. In this run, the synthesized area fraction spent on adder and majority cells is recorded as 0. Summed over all routing layers, the global router reports a total usage of 0.0327. STA classifies the critical path endpoint as a primary output. Setup repair after global routing left no endpoint under its margin.

According to the I/O placement log, the pin count is 9. The floorplan has 21 rows. The power density normalized to cell area is 939 nW/µm².

The leakage dissipation is 0.000188 µW. In the final layout, the registers with the most flip-flops are currentstate (4). The share of synthesized registers carrying an async set or reset is 1.00. According to the floorplan report, the placeable core area is 3420 µm². The initial antenna violation count is 0. The floorplan step set the die height to 80 µm. Counting pins that exceed their max-slew limit in the final report gives 0.

The critical path class is register to primary output. Power comes to 500 µW. Per the detail_route report, routed wire per instance is 9.14 µm.

The detail route stage leaves a number of antenna-violating nets equal to 0. The clock passes through at most 2 buffers. In the final run the clock tree shows a worst skew of 8.80 ps. Warnings raised by the tools during the run amount to 25. The yosys-reported design area after synthesis is 389 µm². The minimum period implied by the final worst setup slack is 2140 ps. The register with the most flip-flops in the final layout is currentstate. The total die size is 6400 µm².

In the layout the commonest cells are 8 x sky130_fd_sc_hd__clkdlybuf4s50_1, 6 x sky130_fd_sc_hd__nor2b_1, 4 x sky130_fd_sc_hd__nor2_1. The via density per instance is 3.79. For the pin with the worst max-slew slack, the measured transition is 431 ps. The share of final-layout standard cells stronger than drive strength 1 is 0.167. The area fraction in mux cells is 0.0257. The area of the mapped netlist is 389 µm².

The worst flop-to-flop path startpoint is currentstate[0]$_DFF_PP0_. The endpoint of the most critical register-to-register path is currentstate[2]$_DFF_PP0_. For this block, the via count after detailed routing is 379. Per the synth stats, the flop cell with the highest instance count is sky130_fd_sc_hd__dfrtp_1. The total overflow reported by the global router is 0. The total placed cells including tap cells is 97.

Per the synthesis report, the simple-gate share of the synthesized area is 0.354. The number of clock buffers added by TritonCTS is 3.
[synth_stat cells (all sizes together) (2+ instances only)]
| master | count | share of area |
|---|---|---|
| nor2b | 6 | 0.096 |
| buf | 4 | 0.074 |
| dfrtp | 4 | 0.26 |
| nor2 | 4 | 0.039 |
| a21oi | 3 | 0.048 |
| inv | 3 | 0.029 |
| nor3b | 3 | 0.071 |
| o21ai | 3 | 0.039 |
| nor4b | 2 | 0.061 |
[metal layers]
metal  GRT usage  up-vias  wire, µm  part of all wire
met4     0.00704        0         9            0.0098
met1      0.0400      175       413              0.45
li1            -      186         -                 -
met5           0        -         0                 0
met3      0.0261        2       125              0.14
met2      0.0433       16       366              0.40
[worst max-delay path by stage]
| stage | startpoint | end | slack (ps) | cells after the start |
|---|---|---|---|---|
| global route | currentstate[1]$_DFF_PP0_ | give_dime | 0.2 | 3 |
| finish | currentstate[1]$_DFF_PP0_ | give_nickel | 160 | 4 |
| CTS | currentstate[3]$_DFF_PP0_ | give_nickel | 80 | 4 |
[report_power, final]
part	switching (µW)	total (µW)	internal (µW)	leakage (µW)
Clock	27.7	85.9	58.2	0.0000138
Combinational	94.4	230	136	0.000125
Sequential	85.6	185	99.0	0.0000494
Total	208	500	293	0.000188
[stage by stage]
step | util | hold slack (ps) | area (µm²) | worst slack (ps)
finish | 0.156 | 412 | 533 | 161
global route | 0.156 | 429 | 533 | 0.189
CTS | 0.152 | 408 | 520 | 78.5
detailed placement | 0.146 | 646 | 498 | 326
global placement | 0.146 | 647 | 498 | 358
floorplan | - | 226 | 389 | 908
[cell families after synthesis]
kind of cell	count (synthesis)
and+or+nand+nor	21
AOI/OAI and AO/OA	14
muxes	1
buffers and inverters	7
DFF	4
[what timing repair did]
action                                  CTS  global route
buffers inserted                          0             0
resized                                   0             3
endpoints found under the setup margin    0             3
hold buffers                              0             0
[worst max-delay path, cell delays in order (launching register included)]
cell                              delay [ps]
sky130_fd_sc_hd__dfrtp_1                 520
sky130_fd_sc_hd__nor3b_2                 290
sky130_fd_sc_hd__a21oi_1                  60
sky130_fd_sc_hd__nor2_1                  100
sky130_fd_sc_hd__clkdlybuf4s50_1         480
[layout make-up]
type                            count  area [µm²]
Clock buffer                        3        22.5
Fill cell                         400        2880
Inverter                            3        11.3
Multi-Input combinational cell     36         260
Sequential cell                     4         101
Tap cell                           46        57.6
Timing Repair Buffer                8        80.1
Power and IR drop assume default switching activity.
